==> ./run.sh <==
#!/bin/bash
# OpenROAD 26Q1-2900-gdf79404cd8, Yosys 0.63+post, stock flow scripts
make -C /OpenROAD-flow-scripts/flow DESIGN_CONFIG=/design/flow/config.mk WORK_HOME=/design/flow/orfs finish
==> ./config.mk <==
export PLATFORM = sky130hd
export DESIGN_NAME = ALU
export DESIGN_NICKNAME = ALU
export VERILOG_FILES = /design/flow/design.v
export SDC_FILE = /design/flow/constraint.sdc
export NUM_CORES = 4
export LEC_CHECK = 1
export CORE_AREA = 10 10 81 81
export DIE_AREA = 0 0 91 91
==> ./constraint.sdc <==
current_design ALU

set clk_period 11.1
set clk_io_pct 0.2

create_clock -name clk0 -period $clk_period

set non_clock_inputs [all_inputs -no_clocks]
set_input_delay [expr $clk_period * $clk_io_pct] -clock clk0 $non_clock_inputs
set_output_delay [expr $clk_period * $clk_io_pct] -clock clk0 [all_outputs]
==> ./design.v <==
module ALU #(parameter WIDTH = 8) (
input logic [WIDTH-1:0] a,
input logic [WIDTH-1:0] b,
input logic [WIDTH-1:0] opcode,
output logic [WIDTH-1:0] result,
);  
always_comb begin
	case (opcode)
	2'b00: begin  
		result=a+b;
	end
	2'b01: begin  
		result=a-b;
	end
	2'b10: begin  
		result=a&b;
	end
	2'b11: begin  
		result=a|b;
	end
		default : result='x;
	endcase
end
endmodule : ALU
==> load_flow_metrics.sql <==
-- physical implementation figures
INSERT INTO impl_metrics (metric_group, metric, value, unit) VALUES
('die', 'design.core.area', '4820', 'sq um'),
('route', 'route.met3.wl', '118', 'microns'),
('power_and_ir_drop', 'comb_power_share', '1.000', ''),
('synth', 'chip_area_yosys', '732', 'sq um'),
('power_and_ir_drop', 'clockPowerShare', '0', ''),
('route', 'drt_pre_antenna_iters', '4', ''),
('global_route', 'globalRouteOverflowTotal', '0', ''),
('sta', 'finalClockPeriodUsage', '0.716', ''),
('sta', 'setup_tns', '0', 'ns'),
('die', 'chip_area', '8280', 'sq um'),
('route', 'drt.antenna.violating_nets', '0', ''),
('cells_and_area', 'clkbuf_count', '0', ''),
('min_path', 'hp-class', 'input pin to output pin', ''),
('sta', 'worst-slew-pin-transition', '0.651', 'ns'),
('sta', 'final.hold.worst_slack', '5.47', 'ns'),
('cells_and_area', 'share_of_final_layout_standard_cells_stronger_than_drive_strength_1', '0.0698', ''),
('power_and_ir_drop', 'swShare', '0.384', ''),
('clock_network', 'cts_hold_repair.buffers', '0', ''),
('cells_and_area', 'final-instance-count-excl-fill', '196', ''),
('worst_setup_path', 'crit_chain', 'clkdlybuf4s50_1, nor4_2, and4b_1, mux2_2, inv_1, ha_1, nand2b_1, a21oi_1, a221oi_2, xor2_2, mux2_4, nor3_2, clkdlybuf4s50_1', ''),
('global_route', 'grt_pass1_vias', '756', ''),
('route', 'top_layer', 'met3', ''),
('min_path', 'hold-path-cell-count', '4', ''),
('route', 'drt_first_iter_violations', '12', ''),
('sta', 'timing_hold_violations_final', '0', ''),
('worst_setup_path', 'cp_max_fo', '7', ''),
('route', 'drt_drc_violations_left', '0', ''),
('outcome', 'outcome', 'complete, no violations', ''),
('placement', 'numPortBuffers', '32', ''),
('power_and_ir_drop', 'leakagePower', '0.425', 'nW'),
('synth', 'synth.avg_cell_area', '7.32', 'sq um'),
('power_and_ir_drop', 'ir_worst_vdd', '0.00975', 'mV'),
('global_route', 'grt_start_max_net_pins', '19', ''),
('global_route', 'grt_antenna_before_repair', '0', ''),
('power_and_ir_drop', 'power.net_switching', '0.0000214', 'W'),
('sta', 'rsz0062_at_grt', 'no', ''),
('run', 'warning_count', '34', ''),
('route', 'detail_route.wirelength', '2.14', 'mm'),
('synth', 'post_synth_mux_area_share', '0.0496', ''),
('synth', 'synth_compound_gate_area_share', '0.238', ''),
('synth', 'post_synth_inst_count', '100', ''),
('synth', 'synth.top_cells.by_area', 'ha_1 17%, xnor2_1 8.4%, a21oi_1 7.5%', ''),
('synth', 'post-synth-top-area-cell', 'ha_1', ''),
('sta', 'final_period_minus_worst_setup_slack', '7.95', 'ns'),
('sta', 'max_clock_freq', '0.126', 'GHz'),
('worst_setup_path', 'worst_ep_arrival_time', '5.73', 'ns'),
('synth', 'syn_area', '732', 'sq um'),
('synth', 'synth_sequential_area_ratio', '0', ''),
('die', 'floorplanUtilization', '0.152', ''),
('power_and_ir_drop', 'power.total', '0.0000556', 'W'),
('worst_setup_path', 'setup.worst_path.end_class', 'output pin', ''),
('power_and_ir_drop', 'sequentialPowerShare', '0', ''),
('cells_and_area', 'utilization', '0.232', ''),
('synth', 'xor_area_frac', '0.118', ''),
('die', 'design.portCount', '32', ''),
('worst_setup_path', 'critical_path.startpoint_type', 'input pin', ''),
('placement', 'placer_congestion_estimate', '0.818', ''),
('worst_setup_path', 'cpLargestDelayFamily', 'simple AND/OR/NAND/NOR gates', ''),
('cells_and_area', 'layout.area.seq', '0', 'sq um'),
('cells_and_area', 'syn2layout_area_growth', '52.5', '%'),
('placement', 'post_detailed_placement_half_perimeter_wirelength', '1.90', 'mm'),
('worst_setup_path', 'critPathKind', 'input pin to output pin', ''),
('worst_setup_path', 'crit_path_top_delay_cell', 'clkdlybuf4s50_1', ''),
('placement', 'place.detailed.instances', '196', ''),
('cells_and_area', 'seq_cells', '0', ''),
('die', 'die_h', '91', 'microns'),
('synth', 'ys_cells', '100', ''),
('synth', 'yosysUniqueCellTypes', '39', ''),
('synth', 'simple_gate_area_frac', '0.284', ''),
('clock_network', 'cts_post_setup_buffers_inserted', '0', ''),
('worst_setup_path', 'crit_path_frequent_cell', 'clkdlybuf4s50_1', '');
==> power groups by stage <==
stage | logic (W) | registers, W | clock network (W)
CTS | 0.0000572 | 0 | 0
global route | 0.0000638 | 0 | 0
finish | 0.0000556 | 0 | 0
==> Yosys cell counts (all sizes together) <==
| library cell | count |
|---|---|
| xnor2 | 7 |
| o21bai | 1 |
| buf | 2 |
| maj3 | 4 |
| a21boi | 1 |
| a31o | 1 |
| nand3 | 2 |
| nor2b | 1 |
| nor2 | 14 |
| ha | 10 |
| a21oi | 12 |
| o21a | 1 |
| inv | 6 |
| o31ai | 1 |
| mux2 | 2 |
| a31oi | 1 |
| clkbuf | 1 |
| and3 | 1 |
| xor2 | 2 |
| and3b | 1 |
| a211oi | 1 |
| fa | 1 |
| or3 | 1 |
| and4b | 1 |
| nand2b | 3 |
| nand3b | 1 |
| mux2i | 1 |
| nor4 | 2 |
| o21ai | 7 |
| nand2 | 6 |
| nor3 | 4 |
| a221oi | 1 |
==> how the worst max path moves through the flow <==
stage / start / end / slack [ns] / cells past startpoint
final: opcode[3] / result[7] / 3.15 / 13
after CTS: opcode[0] / result[7] / 3.10 / 12
after global routing: opcode[3] / result[7] / 2.84 / 13
==> through the flow <==
step	cell area, sq um	worst slack (ns)
after global placement	1120	3.16
after global routing	1120	2.84
after detailed placement	1120	3.10
after CTS	1120	3.10
final	1120	3.15
after floorplan	732	4.33
==> kinds of logic after synthesis <==
family	Yosys count
fa+ha+maj	15
buf+inv	9
simple gates	37
mux	3
compound gates	27
xor+xnor	9
==> cell usage in the layout (no fill, tap or decap), drive strengths merged, types with 4 or more instances in the layout <==
cell type,instances
o21ai,7
nand2,6
xnor2,7
clkdlybuf4s50,32
a21oi,12
inv,6
nor3,4
ha,10
maj3,4
nor2,14
==> tightest hold or removal path, stage by stage <==
cell and delay, ns:
clkdlybuf4s50_1 0.45, nor2_1 0.11, o31ai_1 0.07, clkdlybuf4s50_1 0.40
==> layout make-up <==
type                            instances  area (sq um)
Fill cell                             555          3700
Multi-Input combinational cell         91           689
Inverter                                6          22.5
Tap cell                               67          83.8
Timing Repair Buffer                   32           320
==> metal layers <==
layer,GRT usage,vias to the layer above
li1,-,416
met1,0.0655,318
met2,0.0907,14
met4,0,0
met3,0.0116,0
met5,0,-
Power and IR drop assume default switching activity.
